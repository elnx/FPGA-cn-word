## design/flow/design.v

```verilog
module display (
	i_clk,
	i_data,
	o_row_n,
	o_col_n
);
input i_clk;
input [255:0] i_data;
output [15:0] o_row_n;
output [15:0] o_col_n;
reg [3:0] scan_count;  
reg [15:0] row_reg;
reg [15:0] col_reg;
assign o_row_n = ~row_reg; 
assign o_col_n = ~col_reg;
always @ (posedge i_clk) begin
	if (scan_count == 4'd15) begin
		scan_count <= 4'd0;
	end else begin
		scan_count <= scan_count + 4'd1;
	end
	case (scan_count) 
		4'd0: begin
			row_reg <= 16'b0000_0000_0000_0001;
			col_reg <= i_data[15:0];
		end
		4'd1: begin
			row_reg <= 16'b0000_0000_0000_0010;
			col_reg <= i_data[31:16];
		end
		4'd2: begin
			row_reg <= 16'b0000_0000_0000_0100;
			col_reg <= i_data[47:32];
		end
		4'd3: begin
			row_reg <= 16'b0000_0000_0000_1000;
			col_reg <= i_data[63:48];
		end
		4'd4: begin
			row_reg <= 16'b0000_0000_0001_0000;
			col_reg <= i_data[79:64];
		end
		4'd5: begin
			row_reg <= 16'b0000_0000_0010_0000;
			col_reg <= i_data[95:80];
		end
		4'd6: begin
			row_reg <= 16'b0000_0000_0100_0000;
			col_reg <= i_data[111:96];
		end
		4'd7: begin
			row_reg <= 16'b0000_0000_1000_0000;
			col_reg <= i_data[127:112];
		end
		4'd8: begin
			row_reg <= 16'b0000_0001_0000_0000;
			col_reg <= i_data[143:128];
		end
		4'd9: begin
			row_reg <= 16'b0000_0010_0000_0000;
			col_reg <= i_data[159:144];
		end
		4'd10: begin
			row_reg <= 16'b0000_0100_0000_0000;
			col_reg <= i_data[175:160];
		end
		4'd11: begin
			row_reg <= 16'b0000_1000_0000_0000;
			col_reg <= i_data[191:176];
		end
		4'd12: begin
			row_reg <= 16'b0001_0000_0000_0000;
			col_reg <= i_data[207:192];
		end
		4'd13: begin
			row_reg <= 16'b0010_0000_0000_0000;
			col_reg <= i_data[223:208];
		end
		4'd14: begin
			row_reg <= 16'b0100_0000_0000_0000;
			col_reg <= i_data[239:224];
		end
		4'd15: begin
			row_reg <= 16'b1000_0000_0000_0000;
			col_reg <= i_data[255:240];
		end
	endcase
end
endmodule
module scroll ( 
	clk,
	i_row,
	o_addr,
	o_buffer
);
input clk;
input [15:0] i_row;
output [5:0] o_addr;
output [255:0] o_buffer;
reg [3:0] addr_counter;
reg [5:0] pos;
reg [5:0] addr;
reg [15:0] buffer [15:0];
reg clk_16Hz;
reg [31:0] clk_16Hz_count;
assign o_buffer = {buffer[15], buffer[14], buffer[13], buffer[12], buffer[11], buffer[10], buffer[9], buffer[8], buffer[7], buffer[6], buffer[5], buffer[4], buffer[3], buffer[2], buffer[1], buffer[0]};
assign o_addr = addr;
always @ (posedge clk_16Hz) begin
	if (pos == 6'd63)
		pos <= 6'd0;
	else 
		pos <= pos + 6'd1;
end
always @ (posedge clk) begin
	if (addr_counter == 4'd15) begin
		addr_counter <= 4'd0;
		addr <= pos;
	end	else begin
		addr_counter <= addr_counter + 4'd1;
		addr <= addr + 6'd1;
	end
	buffer[addr_counter] <= i_row;
end
always @ (posedge clk) begin
	clk_16Hz_count <= clk_16Hz_count + 1'b1;
	if (clk_16Hz_count == 1499999) begin
		clk_16Hz <= ~clk_16Hz;
		clk_16Hz_count <= 32'b0;
	end
end
endmodule
module tanxiaofengsheng (
	i_addr,
	o_row
);
input [5:0] i_addr;  
output [15:0] o_row ;
reg [15:0] o_row;
always @ (i_addr) begin
	case (i_addr)
		6'd0: o_row = 16'h0040;
		6'd1: o_row = 16'h4040;
		6'd2: o_row = 16'h3248;
		6'd3: o_row = 16'h1150;
		6'd4: o_row = 16'h00A0;
		6'd5: o_row = 16'h0090;
		6'd6: o_row = 16'hF10E;
		6'd7: o_row = 16'h1644;
		6'd8: o_row = 16'h1040;
		6'd9: o_row = 16'h1248;
		6'd10: o_row = 16'h1150;
		6'd11: o_row = 16'h10A0;
		6'd12: o_row = 16'h14A0;
		6'd13: o_row = 16'h1910;
		6'd14: o_row = 16'h120E;
		6'd15: o_row = 16'h0404;
		6'd16: o_row = 16'h1040;
		6'd17: o_row = 16'h1248;
		6'd18: o_row = 16'h1F7C;
		6'd19: o_row = 16'h28A0;
		6'd20: o_row = 16'h4510;
		6'd21: o_row = 16'h00F8;
		6'd22: o_row = 16'h3F00;
		6'd23: o_row = 16'h0100;
		6'd24: o_row = 16'h0104;
		6'd25: o_row = 16'hFFFE;
		6'd26: o_row = 16'h0200;
		6'd27: o_row = 16'h0280;
		6'd28: o_row = 16'h0440;
		6'd29: o_row = 16'h0830;
		6'd30: o_row = 16'h100E;
		6'd31: o_row = 16'h6004;
		6'd32: o_row = 16'h0010;
		6'd33: o_row = 16'h3FF8;
		6'd34: o_row = 16'h2010;
		6'd35: o_row = 16'h2850;
		6'd36: o_row = 16'h2450;
		6'd37: o_row = 16'h2290;
		6'd38: o_row = 16'h2290;
		6'd39: o_row = 16'h2110;
		6'd40: o_row = 16'h2110;
		6'd41: o_row = 16'h2290;
		6'd42: o_row = 16'h2290;
		6'd43: o_row = 16'h2450;
		6'd44: o_row = 16'h2850;
		6'd45: o_row = 16'h3012;
		6'd46: o_row = 16'h400A;
		6'd47: o_row = 16'h8006;
		6'd48: o_row = 16'h0100;
		6'd49: o_row = 16'h1100;
		6'd50: o_row = 16'h1100;
		6'd51: o_row = 16'h1108;
		6'd52: o_row = 16'h3FFC;
		6'd53: o_row = 16'h2100;
		6'd54: o_row = 16'h4100;
		6'd55: o_row = 16'h4100;
		6'd56: o_row = 16'h8110;
		6'd57: o_row = 16'h3FF8;
		6'd58: o_row = 16'h0100;
		6'd59: o_row = 16'h0100;
		6'd60: o_row = 16'h0100;
		6'd61: o_row = 16'h0104;
		6'd62: o_row = 16'hFFFE;
		6'd63: o_row = 16'h0000;
	endcase
end
endmodule
module wallace_top(
	clk,
	o_row_n,
	o_col_n
);
input clk;
output [15:0] o_row_n;
output [15:0] o_col_n;
reg clk_400Hz;
reg [15:0] clk_400Hz_count;
wire [255:0] data;
wire [5:0] addr;
wire [15:0] row;
always @ (posedge clk) begin
	clk_400Hz_count <= clk_400Hz_count + 1'b1;
	if (clk_400Hz_count == 29999) begin
		clk_400Hz <= ~clk_400Hz;
		clk_400Hz_count <= 32'b0;
	end
end
display d (
	.i_clk(clk_400Hz),
	.i_data(data),
	.o_row_n(o_row_n),
	.o_col_n(o_col_n)
);
scroll s (
	.clk(clk),
	.i_row(row),
	.o_addr(addr),
	.o_buffer(data)
);
tanxiaofengsheng t (
	.i_addr(addr),
	.o_row(row)
);
endmodule
```

## design/flow/run.sh

```bash
#!/bin/bash
# OpenROAD 26Q1-2900-gdf79404cd8, Yosys 0.63+post, stock flow scripts
make -C /OpenROAD-flow-scripts/flow DESIGN_CONFIG=/design/flow/config.mk WORK_HOME=/design/flow/orfs finish
```

## design/flow/config.mk

```make
export PLATFORM = sky130hd
export DESIGN_NAME = wallace_top
export DESIGN_NICKNAME = wallace_top
export VERILOG_FILES = /design/flow/design.v
export SDC_FILE = /design/flow/constraint.sdc
export NUM_CORES = 4
export LEC_CHECK = 1
export CORE_UTILIZATION = 30
```

## design/flow/constraint.sdc

```tcl
current_design wallace_top

set clk_period 4.5
set clk_io_pct 0.2

create_clock -name clk0 -period $clk_period [get_ports {clk}]

set non_clock_inputs [all_inputs -no_clocks]
set_input_delay [expr $clk_period * $clk_io_pct] -clock clk0 $non_clock_inputs
set_output_delay [expr $clk_period * $clk_io_pct] -clock clk0 [all_outputs]
```

==> flow_summary.ini <==
; synthesis and place-and-route metrics
[sta]
worst_clock_skew_ns = 0.01758
fin_crit_sh_pct = 71.22
finalMaxSlewViolations = 0
setup_viol = 0
relSlewSlack_pct = 43.03
hold_ws_ns = 0.4486
untimed_endpoints = 72
hold_viol = 0
worst_pin_slew_ns = 0.8518
max_freq_mhz = 312.0
rsz0062_at_grt = no
unclocked_pins = 41
fin_crit_ns = 3.205
tns_ns = 0

[global_route]
track_usage_pct = 15.23
antenna_found_initial = 0
gr-total-overflow = 0
grt_pass1_wl_um = 54650
grt_max_degree = 55
grt_pass1_vias = 9141

[status]
outcome = complete, no violations

[critical_path]
start_kind = flop
reg2reg_depth = 9
crit_path_cell_trace = ha_1 > nand3_4 > inv_4 > o21ai_4 > inv_2 > mux2i_2 > nor2_1 > a311oi_1 > o21ai_1
path_max_fanout = 29
crit_cells = 9
crit_family = AND-OR/OR-AND gates
arrival_ns = 3.64
path_buffers = 2
cp-end-kind = flop
crit_type = reg2reg
critPathSlowestCell = o21ai_4
cp.required_ns = 4.93
cpPeakStageDelay_ns = 0.64

[clock_network]
clock_latency_ns = 0.56
cts_tree = built
htree_num_levels = 1
clockRootBuffer = clkbuf_16
cts_buffers = 31
ctsHoldBuffers = 0
post_cts_resize_count = 0
clk_pin_slew_ns = 0.06
clock_path_buffers = 3
post_cts_buffers = 0

[yosys]
netlist_instances = 1108
ys.flops = 356
synth-async-reset-ratio_pct = 0
ys_warn_count = 4
yosys_cells = 1108
synth.distinct_cells = 84
synth.avg_cell_area_um2 = 13.19
ys_chip_area_um2 = 14610
ff_type = edfxtp_1
ys_seq_share_pct = 65.34
edf_count = 242
synth_area_um2 = 14610

[layout]
reg.largest.list = s.buffer: 240 flops, s.clk_16Hz_count: 32 flops
fillCellCount = 4561
largest-register = s.buffer
layoutNonFillerInstCount = 1777
area_growth_pct = 12.89
fin_util_pct = 34.48
drive_above_1_share_pct = 11.62
lay_top_cells = edfxtp_1 (242), dfxtp_1 (112), nand2_1 (71), nor2_1 (54), inv_1 (53)
lay_top_count = edfxtp_1
fin_area_um2 = 16500
largest_reg_flops = 240

[floorplan]
die_w_um = 222.7
row_count = 80
die_area_um2 = 49600
die_h_um = 222.7
ioPinCount = 33
coreArea_um2 = 47850
core_util_floorplan_pct = 30.54

[hold_path]
hold_depth = 1
min_path_type = reg2reg

[pwr]
seqPwrFrac_pct = 55.8
p_int_mw = 4.456
vdd_drop_max_uv = 236.3
power_frac_comb_pct = 0
power_density_nw_per_um2 = 335.4
clkPwrFrac_pct = 44.2
p_switching_mw = 1.076
power.leakage_nw = 5.706
switching_share_pct = 19.45

[place]
gp_congestion = 0.8307
dp_cells = 1720
place_area_um2 = 15540
hpwl_um = 21080
port_buffers = 31

[route]
wl_per_cell_um = 19.98
vias = 8992
viasPerCell = 5.060
dr.first_iter.drc_count = 733
antenna_left = 0
antennaDiodeCount = 0
drt_first_pass_iters = 7
drt-total-wl_um = 35500
drc = 0

[flow_run]
max-cap-violations = 0
warnings = 40
[cells in the mapped netlist, types with 14 or more instances]
cell | instances | share of area (%)
dfxtp_1 | 114 | 16
clkbuf_1 | 19 | 0.49
a21oi_1 | 27 | 0.92
a22o_1 | 23 | 1.4
edfxtp_1 | 242 | 50
ha_1 | 23 | 2.0
xnor2_1 | 32 | 1.9
inv_1 | 53 | 1.4
and3_1 | 15 | 0.64
nand4_1 | 18 | 0.77
o21ai_0 | 39 | 1.3
nor2_1 | 54 | 1.4
nand2_1 | 71 | 1.8
a222oi_1 | 18 | 1.2
nand3_1 | 40 | 1.4
mux2i_1 | 16 | 1.1
a22oi_1 | 30 | 1.5
mux2_2 | 31 | 2.4
xor2_1 | 18 | 1.1
buf_4 | 14 | 0.72
and2_1 | 28 | 1.2
buf_2 | 22 | 0.75
[through the flow]
step / power [mW] / setup WS [ns]
2_1_floorplan: 3.150 / 2.017
3_3_place_gp: 3.149 / 1.339
3_5_place_dp: 3.149 / 1.326
4_1_cts: 5.577 / 1.315
5_1_grt: 5.691 / 1.040
6_report: 5.533 / 1.295
[power groups by stage]
stage	logic (mW)	registers, mW	clock network [mW]
CTS	0.0000180	3.09	2.49
global route	0.0000437	3.08	2.61
finish	0.0000109	3.09	2.45
[area by class of cell]
type	count	area [um2]	area share, %
flip-flops and latches	356	9552	57.90
multi-input cells	629	4458	27.02
clock buffers	34	787.0	4.771
well taps	615	769.5	4.664
repair buffers	62	543.0	3.292
inverters	58	220.2	1.335
clock inverters	23	167.7	1.016
[path summary, 6_finish.rpt]
| path | start | end | slack, ns |
|---|---|---|---|
| setup / recovery | s.addr_counter[0]$_SDFF_PP0_ | s.i_row[12]$_DFF_P_ | 1.29 |
| setup reg to reg | s.addr_counter[0]$_SDFF_PP0_ | s.i_row[12]$_DFF_P_ | 1.29 |
| hold reg to reg | clk_400Hz_count[15]$_SDFF_PN0_ | clk_400Hz_count[15]$_SDFF_PN0_ | 0.45 |
| hold / removal | clk_400Hz_count[15]$_SDFF_PN0_ | clk_400Hz_count[15]$_SDFF_PN0_ | 0.45 |
[routing by layer]
metal / part of all wire [%] / wire length [um] / global-route usage (%) / up-vias
li1: - / - / - / 4214
met1: 40 / 14160 / 19.36 / 4299
met2: 46 / 16440 / 23.66 / 422
met3: 12 / 4230 / 8.527 / 55
met4: 1.8 / 624 / 2.225 / 2
met5: 0.11 / 39 / 0.5865 / -
[worst reg2reg max path, delay by kind of cell (launching register included)]
family / cells / cell delay, ns
multiplexers: 1 / 0.54
AND/OR/NAND/NOR: 2 / 0.35
flip-flops: 1 / 0.34
adder cells (fa/ha/maj): 1 / 0.31
AND-OR/OR-AND: 3 / 1.01
buffers and inverters: 2 / 0.55
[kinds of logic (layout without fill, tap and decap cells)]
| family | Yosys count | after routing | synth area share, % |
|---|---|---|---|
| AND/OR/NAND/NOR | 287 | 287 | 10.44 |
| adder cells (fa/ha/maj) | 23 | 23 | 1.969 |
| other | 1 | 1 | 0.02566 |
| buffers and inverters | 123 | 177 | 4.187 |
| XOR/XNOR | 52 | 52 | 3.219 |
| multiplexers | 50 | 50 | 3.835 |
| AND-OR/OR-AND | 216 | 216 | 10.98 |
| flip-flops | 356 | 356 | 65.34 |
No activity file was given, so power comes from the tool's default toggle rates.
